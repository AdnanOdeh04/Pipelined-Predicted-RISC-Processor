==> design/flow/design.v <==
module Data_mem(
    input reset,
    input clk,
    input [31:0] data_in,
    input wr,
    input rd,
    input [31:0] addr,
    output [31:0] data_out
);
    reg [31:0] ram [0:31];
    always @(posedge clk) begin
        if (reset) begin 
            integer i;
            for (i = 0; i < 32; i = i + 1)
                ram[i] <= 32'h0;
            ram[0]  <= 32'd100;   
            ram[8]  <= 32'h000000AA;
            ram[12] <= 32'h000000BB;
        end
        else if (wr) begin
            ram[addr[4:0]] <= data_in;	   
        end
    end
    assign data_out = ram[addr[4:0]];
endmodule
==> design/flow/run.sh <==
#!/bin/bash
# OpenROAD 26Q1-2900-gdf79404cd8, Yosys 0.63+post, stock flow scripts
make -C /OpenROAD-flow-scripts/flow DESIGN_CONFIG=/design/flow/config.mk WORK_HOME=/design/flow/orfs finish
==> design/flow/config.mk <==
export PLATFORM = sky130hd
export DESIGN_NAME = Data_mem
export DESIGN_NICKNAME = Data_mem
export VERILOG_FILES = /design/flow/design.v
export SDC_FILE = /design/flow/constraint.sdc
export NUM_CORES = 4
export LEC_CHECK = 1
export CORE_UTILIZATION = 40
==> design/flow/constraint.sdc <==
current_design Data_mem

set clk_period 13.5
set clk_io_pct 0.2

create_clock -name clk0 -period $clk_period [get_ports {clk}]

set non_clock_inputs [all_inputs -no_clocks]
set_input_delay [expr $clk_period * $clk_io_pct] -clock clk0 $non_clock_inputs
set_output_delay [expr $clk_period * $clk_io_pct] -clock clk0 [all_outputs]
==> metrics.txt <==
# HELP chip_impl_metric Implementation results
# TYPE chip_impl_metric gauge
chip_impl_metric{name="post_cts.resized_instances",unit=""} 0
chip_impl_metric{name="detailroute.wirelength.met3",unit="um"} 17370
chip_impl_metric{name="cts_htree_levels",unit=""} 3
chip_impl_metric{name="max_freq",unit="MHz"} 109.1
chip_impl_metric{name="drtIter0Drc",unit=""} 1864
chip_impl_metric{name="drt_first_pass_iters",unit=""} 6
chip_impl_metric{name="ys_ff",unit=""} 1024
chip_impl_info{name="register_bank_with_the_most_flops",value="ram"} 1
chip_impl_metric{name="timing.final.max_slew_violations",unit=""} 0
chip_impl_metric{name="final-setup-viol-count",unit=""} 0
chip_impl_info{name="most_instantiated_logic_cells_after_routing",value="sky130_fd_sc_hd__edfxtp_1, sky130_fd_sc_hd__nor2_1, sky130_fd_sc_hd__mux2i_1, sky130_fd_sc_hd__nand2_1, sky130_fd_sc_hd__and3_1"} 1
chip_impl_metric{name="yosysWarnings",unit=""} 1
chip_impl_info{name="grt_setup_unrepaired",value="false"} 1
chip_impl_metric{name="drt_wl_total",unit="um"} 129800
chip_impl_metric{name="stdcell_count",unit=""} 5134
chip_impl_info{name="yosys_most_used_dff",value="sky130_fd_sc_hd__edfxtp_1"} 1
chip_impl_metric{name="post_synthesis_async_set_or_reset_flop_share",unit="%"} 0
chip_impl_metric{name="number_of_core_rows",unit=""} 122
chip_impl_metric{name="die_x",unit="um"} 337.0
chip_impl_metric{name="numCtsBuffers",unit=""} 103
chip_impl_metric{name="vdd_ir_drop_max",unit="mV"} 0.09288
chip_impl_metric{name="timing.critical_path.fanout_max",unit=""} 42
chip_impl_info{name="topCombFamilyByArea",value="simple AND/OR/NAND/NOR gates"} 1
chip_impl_metric{name="hold_violations",unit=""} 0
chip_impl_info{name="capturing_element_type_of_the_critical_path",value="output port"} 1
chip_impl_metric{name="synth-seq-area-share",unit="%"} 67.81
chip_impl_info{name="final_layout_top_logic_cell",value="sky130_fd_sc_hd__edfxtp_1"} 1
chip_impl_metric{name="ys_sh_simple",unit="%"} 13.66
chip_impl_info{name="startpoint_type",value="input port"} 1
chip_impl_info{name="layout_top_registers",value="ram (1024)"} 1
chip_impl_metric{name="place_hpwl",unit="um"} 71980
chip_impl_metric{name="layout_overhead_on_the_synthesized_area",unit="%"} 12.72
chip_impl_info{name="cts-root-buf",value="sky130_fd_sc_hd__clkbuf_16"} 1
chip_impl_metric{name="maxCapViolCount",unit=""} 0
chip_impl_metric{name="clock_transition_at_the_registers_of_the_reported_paths",unit="ns"} 0.06
chip_impl_info{name="tritoncts_clock_tree",value="done"} 1
chip_impl_metric{name="layout_setup_ws",unit="ns"} 4.337
chip_impl_metric{name="ant_nets",unit=""} 0
chip_impl_metric{name="ctsHoldBuffers",unit=""} 0
chip_impl_metric{name="post_cts_buffers",unit=""} 0
chip_impl_metric{name="static-leakage-power",unit="nW"} 18.15
chip_impl_metric{name="via_count_of_the_first_global_routing_pass",unit=""} 28790
chip_impl_metric{name="dp_cells",unit=""} 4943
chip_impl_metric{name="synth.lib_cells_used.distinct",unit=""} 31
chip_impl_metric{name="cts.sink_count",unit=""} 1024
chip_impl_metric{name="max_slew.worst_pin.slew",unit="ns"} 0.8051
chip_impl_metric{name="mappedNetlistArea",unit="mm2"} 0.04488
chip_impl_metric{name="totalNegativeSetupSlack",unit="ns"} 0
chip_impl_metric{name="yosys.stat.chipArea",unit="mm2"} 0.04488
chip_impl_metric{name="final_global_route_overflow_total",unit=""} 0
chip_impl_metric{name="placer_congestion",unit=""} 0.8792
chip_impl_metric{name="p_per_area",unit="mW/mm2"} 139.0
chip_impl_metric{name="fin_worst_skew",unit="ns"} 0
chip_impl_metric{name="total_power",unit="mW"} 7.031
chip_impl_metric{name="min_delay_path_depth",unit=""} 2
chip_impl_metric{name="max_slew_margin",unit="%"} 46.33
chip_impl_metric{name="dpl_cell_area",unit="mm2"} 0.04730
chip_impl_metric{name="maximum_number_of_pins_on_one_net_before_global_route_repair",unit=""} 89
chip_impl_metric{name="design.core.area",unit="mm2"} 0.1110
chip_impl_metric{name="largest_reg_flops",unit=""} 1024
chip_impl_metric{name="fp_util",unit="%"} 40.44
chip_impl_info{name="criticalPathCategory",value="input port to output port"} 1
chip_impl_metric{name="synth-xor-area-share",unit="%"} 0
chip_impl_metric{name="crit_required",unit="ns"} 10.80
chip_impl_metric{name="post_drt_wl_per_cell",unit="um"} 25.28
chip_impl_metric{name="synth-adder-area-share",unit="%"} 0
chip_impl_info{name="hold_path.class",value="register to register"} 1
chip_impl_metric{name="chipArea",unit="mm2"} 0.1135
chip_impl_metric{name="warnings",unit=""} 54
chip_impl_metric{name="average_footprint_of_a_synthesized_cell",unit="um2"} 12.55
chip_impl_metric{name="detail_route.drc_violations",unit=""} 0
chip_impl_metric{name="die.size.y",unit="um"} 337.0
chip_impl_metric{name="routed-via-count",unit=""} 28450
chip_impl_metric{name="grt_antenna_before_repair",unit=""} 3
chip_impl_metric{name="wire_length_on_met1",unit="um"} 48620
chip_impl_metric{name="postLayoutCellArea",unit="mm2"} 0.05058
chip_impl_metric{name="io_pins",unit=""} 100
chip_impl_info{name="highest_signal_layer",value="met5"} 1
chip_impl_metric{name="layout_worst_path_cycle_share",unit="%"} 67.87
chip_impl_metric{name="io_buffer_count",unit=""} 71
chip_impl_metric{name="worstPathArrival",unit="ns"} 6.46
chip_impl_metric{name="edf_count",unit=""} 992
chip_impl_metric{name="cts.path.max_buffers",unit=""} 3
chip_impl_metric{name="grt_first_pass_wirelength",unit="um"} 189000
chip_impl_metric{name="synth-compound-area-share",unit="%"} 4.174
chip_impl_metric{name="drive_gt1_share",unit="%"} 8.477
chip_impl_metric{name="grt.total_usage",unit="%"} 24.88
chip_impl_metric{name="finalWorstPathRequiredPeriod",unit="ns"} 9.163
chip_impl_metric{name="worst_skew_pair.late_latency",unit="ns"} 0.67
chip_impl_metric{name="muxShareOfSynthArea",unit="%"} 11.42
chip_impl_info{name="outcome",value="finished clean"} 1
chip_impl_metric{name="synth_stat.cells",unit=""} 3577
chip_impl_metric{name="detailroute.wirelength.met2",unit="um"} 58400
chip_impl_metric{name="via_density",unit=""} 5.542
chip_impl_metric{name="worst_r2r_path_depth",unit=""} 2
chip_impl_metric{name="syn_inst",unit=""} 3577
chip_impl_metric{name="placement.setup.worst_slack",unit="ns"} 4.335
==> logic make-up after synthesis <==
kind of cell / Yosys count
AND/OR/NAND/NOR: 1428
flip-flops: 1024
multiplexers: 512
buffers and inverters: 323
AND-OR/OR-AND: 290
==> worst max-delay path: stages <==
cell and delay [ns]:
sky130_fd_sc_hd__clkdlybuf4s50_1 0.85, sky130_fd_sc_hd__nor2b_4 0.29, sky130_fd_sc_hd__buf_4 0.58, sky130_fd_sc_hd__buf_4 0.69
sky130_fd_sc_hd__a22oi_1 0.20, sky130_fd_sc_hd__nand3_1 0.28, sky130_fd_sc_hd__nand4_1 0.30, sky130_fd_sc_hd__clkdlybuf4s50_1 0.49
==> metrics by stage <==
step                      util [%]  hold WS (ns)
after detailed placement     42.63        0.4464
after global routing         45.58        0.4737
final                        45.58        0.4531
after CTS                    45.58        0.4547
after global placement       42.63        0.4404
after floorplan                  -        0.4357
==> Yosys cell counts (2+ instances only) <==
library cell                 n  area share, %
sky130_fd_sc_hd__a21oi_1   122            1.4
sky130_fd_sc_hd__a22oi_1   160            2.7
sky130_fd_sc_hd__and2_1      2          0.028
sky130_fd_sc_hd__and3_1    161            2.2
sky130_fd_sc_hd__buf_1      12           0.10
sky130_fd_sc_hd__buf_2      70           0.78
sky130_fd_sc_hd__buf_6       2          0.050
sky130_fd_sc_hd__clkbuf_1  235            2.0
sky130_fd_sc_hd__clkbuf_2    2          0.022
sky130_fd_sc_hd__dfxtp_1    32            1.4
sky130_fd_sc_hd__edfxtp_1  992             66
sky130_fd_sc_hd__inv_1       2          0.017
sky130_fd_sc_hd__mux2i_1   512             11
sky130_fd_sc_hd__nand2_1   223            1.9
sky130_fd_sc_hd__nand2b_1    5          0.070
sky130_fd_sc_hd__nand3_1   128            1.4
sky130_fd_sc_hd__nand4_1    32           0.45
sky130_fd_sc_hd__nor2_1    839            7.0
sky130_fd_sc_hd__nor2b_1     4          0.056
sky130_fd_sc_hd__nor3_2      2          0.045
sky130_fd_sc_hd__o211ai_1    6           0.10
sky130_fd_sc_hd__or2_0      22           0.31
sky130_fd_sc_hd__or2_2       4          0.056
==> power by group <==
part / switching [mW] / internal [mW]
Sequential: 0.0389 / 3.65
Combinational: 0.372 / 0.173
Clock: 1.19 / 1.61
==> final timing paths <==
path                                    to  slack [ns]                      from
setup / recovery              data_out[12]        4.34                   addr[2]
hold / removal    ram[12][28]$_SDFFE_PP0P_        0.45  ram[12][28]$_SDFFE_PP0P_
setup reg to reg  ram[12][31]$_SDFFE_PP0P_       12.88  ram[12][31]$_SDFFE_PP0P_
hold reg to reg   ram[12][28]$_SDFFE_PP0P_        0.45  ram[12][28]$_SDFFE_PP0P_
==> layout make-up <==
type / instances / area (um2)
Antenna cell: 1 / 2.502
Multi-Input combinational cell: 2230 / 13250
Clock inverter: 53 / 427.9
Sequential cell: 1024 / 30430
Clock buffer: 137 / 2850
Tap cell: 1488 / 1862
Inverter: 2 / 7.507
Timing Repair Buffer: 199 / 1752
Fill cell: 9747 / 60390
==> per-layer routing <==
metal	up-vias	track usage [%]
li1	12870	-
met1	13720	33.39
met2	1572	35.73
met3	280	14.01
met4	6	8.453
met5	-	0.4255
No activity file was given, so power comes from the tool's default toggle rates.
