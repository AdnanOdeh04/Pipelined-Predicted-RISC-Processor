`flow/config.mk`:
```
export PLATFORM = sky130hd
export DESIGN_NAME = REG_file
export DESIGN_NICKNAME = REG_file
export VERILOG_FILES = /design/flow/design.v
export SDC_FILE = /design/flow/constraint.sdc
export NUM_CORES = 4
export LEC_CHECK = 1
export CORE_UTILIZATION = 50
```
`flow/design.v`:
```
module REG_file(
    input clk,
    input reset,
    input RegW,
    input RegPRes,
    input [4:0] Rp,
    input [4:0] Rd,
    input [4:0] Rs,
    input [4:0] Rt,
    input [31:0] BusW,
    input [31:0] input_mux_pc,	
    input wire stall,
    output [31:0] BusA,
    output [31:0] BusB,
    output [31:0] BusP,
    output reg [31:0] PC
);
    localparam REG_NUM = 32;
    localparam DATA_WIDTH = 32;
    reg [DATA_WIDTH-1:0] Register [0:REG_NUM-1];
    assign BusA = Register[Rs];
    assign BusB = Register[Rt];
    assign BusP = Register[Rp];
    integer i;
    always @(posedge clk) begin
        if (reset) begin
            PC <= 32'd0;
            for (i = 0; i < REG_NUM; i = i + 1)
                Register[i] <= 32'b0;
            Register[0]  <= 32'd0;     
            Register[1]  <= 32'd100;   
            Register[2]  <= 32'd150;   
            Register[3]  <= 32'd10;
            Register[4]  <= 32'd20;
            Register[5]  <= 32'd255;
            Register[6]  <= 32'd240;
            Register[10] <= 32'd0;     
            Register[20] <= 32'd1;     
            Register[30] <= 32'd0;     
            Register[31] <= 32'd0;     
        end
        else begin
            Register[0] <= 32'b0;
            if (!stall) begin
                PC <= input_mux_pc;
                Register[30] <= input_mux_pc;
            end
            if (RegW && (Rp == 5'd0 || RegPRes) && (Rd != 5'd0) && (Rd != 5'd30))
                Register[Rd] <= BusW;
        end
    end
endmodule
```
`flow/constraint.sdc`:
```
current_design REG_file

set clk_period 28.8
set clk_io_pct 0.2

create_clock -name clk0 -period $clk_period [get_ports {clk}]

set non_clock_inputs [all_inputs -no_clocks]
set_input_delay [expr $clk_period * $clk_io_pct] -clock clk0 $non_clock_inputs
set_output_delay [expr $clk_period * $clk_io_pct] -clock clk0 [all_outputs]
```
`flow/run.sh`:
```
#!/bin/bash
# OpenROAD 26Q1-2900-gdf79404cd8, Yosys 0.63+post, stock flow scripts
make -C /OpenROAD-flow-scripts/flow DESIGN_CONFIG=/design/flow/config.mk WORK_HOME=/design/flow/orfs finish
```
==> out/results.ini <==
[run_status]
run_status = completed

[global_route]
antenna_found_initial = 13
global_route_track_usage_on_met1 = 0.543
gr-usage-all-layers = 0.415
first_global_vias = 48600
wire_length_of_the_first_global_routing_pass_mm = 354
gr-usage-met3 = 0.318
pin_count_of_the_biggest_net_entering_global_routing = 91
grt-busiest-layer = met2
grt-ovfl-total = 0
met2_track_usage_gr = 0.552

[logic_synthesis]
yosysChipArea_sq_mm = 0.0643
synthCells = 5605
synth.avg_cell_area_sq_um = 11.5
netlist.area_leader.share = 0.463
synthXorXnorAreaFrac = 0
yosys-mux-area-fraction = 0.243
largest_area_contributor_in_the_netlist = edfxtp_1
synthesis.yosys.warnings = 1
synth_cell_types = 38
postSynthSeqShare = 0.483
synth_adder_area_share = 0
area_fraction_in_and_or_nand_and_nor_cells_after_synthesis = 0.144
synth_async_sr_flop_share = 0
edf_count = 992
ys_dominant_reg_cell = edfxtp_1
mapped_area_sq_mm = 0.0643
yosys_cells = 5605
aoi_share = 0.0937
synth.ff_latch_count = 1056
netlist_logic_family_top = multiplexers
synth.top_cells.by_area = edfxtp_1 (46%), mux2i_1 (20%), and2_1 (9.4%)

[placed_design]
dpl.hpwl_mm = 151
gp_congestion = 0.981
placement.io_buffers = 216

[cells_and_area]
post_route_cells_drive_above_1_share = 0.106
synthToLayoutAreaGrowth_pct = 12.3

[floorplan]
core_area_sq_mm = 0.128
floorplan.rows = 131
boundaryPins = 217
die_w_um = 361
die_height_um = 361
chip_area_sq_mm = 0.130
fp_util = 0.504

[worst_setup_path]
timing.critical_path.from_type = primary input
critPathArrivalTime_ns = 11.10
worst_r2r_path_depth = 1
cp.required_ns = 23.04
critPathBufInv = 6
path_cells = buf_8, buf_4, buf_4, buf_4, buf_12, mux4_2, a211oi_1, a22oi_1, clkdlybuf4s50_1
critical_path.top_delay_family = buffers and inverters
worstSetupPathDepth = 9
timing.critical_path.fanout_max = 69
crit_path_top_cell_by_count = buf_4
cp-end-kind = output port
criticalPathCategory = in2out
critical_path.slowest_cell = a211oi_1
critical-path-max-stage-delay_ns = 0.86

[sta]
clock-skew-final_ns = 0
post-route-min-period_ns = 16.86
setup_violations = 0
period_used_share = 0.586
slew_violations = 0
unrepaired_setup_endpoints_after_global_routing = false
fmax_mhz = 59.3
tns_ns = 0
report.final.hold_viol_count = 0
worstMarginPinSlew_ns = 1.25
slew_headroom = 0.164

[detailed_routing]
wire_per_inst_um = 34.2
final_antenna_net_count = 0
post-route-drc-count = 0
wl_mm = 252
routed-via-count = 48200
initialDrtViolationCount = 4204
drt_pass1_iterations = 6
drt-vias-per-instance = 6.54

[clock_tree]
holdBufCountCts = 0
insertion_delay_ns = 0.72
cts.htree.levels = 3
cts_tree = done
clkSlewWorstSetupHoldPaths_ns = 0.06
clkSinkCount = 1056
clock_path_buffers = 3
clk_root_buffer_cell = clkbuf_16
cts_inserted_buffers = 116
post_cts_setup_repair_bufs = 0
post_cts_resize_count = 0

[power]
power.static_leakage_nw = 28.4
total_power_mw = 4.02
peakVddDrop_mv = 0.0516
power.density_mw_per_mm2 = 55.7

[min_path]
worst_hold_path_type = reg2reg
worstHoldPathCells = 1

[run]
warnings = 26
cap_violations = 0

## flip-flops by register name (all words and copies together), names as in the netlist
register,cells
PC,32
Register,1024
## path summary, 6_finish.rpt
path               start       end  slack (ns)
hold / removal    PC[18]    PC[18]        0.45
setup / recovery   Rp[0]  BusP[16]       11.94
hold reg to reg   PC[18]    PC[18]        0.45
setup reg to reg  PC[24]    PC[24]       28.23
## stage by stage
step                      std cells  hold WS [ns]   util  area [sq um]  setup WS (ns)
final                          7370         0.454  0.566         72200          11.94
after global routing           7359         0.471  0.566         72200          11.62
after CTS                      7359         0.454  0.566         72200          12.07
after detailed placement       7141         0.438  0.535         68200          12.07
after global placement         7141         0.434  0.535         68200          12.06
after floorplan                5636         0.403      -         64400          15.80
## cells in the mapped netlist, drive strengths merged (96+ instances only)
library cell,n
buf,178
a21oi,256
a22oi,256
and2,971
nand3,193
edfxtp,992
a22o,128
clkbuf,391
mux2i,1312
mux4,96
nand2,263
## cell usage in the layout (no fill, tap or decap), types with 64 or more instances in the layout
cell type,n
nand3_1,193
clkbuf_16,123
o21ai_0,64
nor3_1,64
clkdlybuf4s50_1,209
a22oi_1,256
nand2_1,259
mux4_2,96
dfxtp_1,64
buf_4,193
mux2i_1,1312
a31oi_1,64
a22o_1,128
a21oi_1,256
and2_1,968
edfxtp_1,992
## cell type report
type	count	area (sq um)
multi-input combinational	4009	31400
clock buffer	171	3450
inverter	2	7.51
fill	10300	55300
sequential	1056	31100
clock inverter	47	543
timing repair buffer	412	3700
antenna	11	27.5
tap	1662	2080
## cell families (layout without fill, tap and decap cells)
| logic type | count (synthesis) | count (layout) |
|---|---|---|
| compound gates | 897 | 897 |
| buf+inv | 571 | 632 |
| flops | 1056 | 1056 |
| mux | 1440 | 1440 |
| other cells | 1 | 43 |
| simple gates | 1640 | 1640 |
## per-layer routing
| layer | wire length [um] | share of wire |
|---|---|---|
| met5 | 679 | 0.0027 |
| met4 | 8810 | 0.035 |
| met3 | 47400 | 0.19 |
| met2 | 105000 | 0.42 |
| met1 | 90600 | 0.36 |
## where the power goes
| group | internal [mW] | switching [mW] | leakage, nW |
|---|---|---|---|
| sequential | 1.76 | 0.0666 | 10.0 |
| clock | 0.930 | 0.638 | 1.96 |
| combinational | 0.236 | 0.390 | 16.5 |
Power figures rest on the tool's default switching activity, not on a simulated workload.
