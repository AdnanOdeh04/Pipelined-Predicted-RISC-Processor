==> flow/design.v <==
module D_TO_E_reg(
    input clk,
    input reset,
    input wire Predicate_D,
    input wire [31:0] BUSA_D,
    input wire [31:0] BUSB_D,
    input wire [31:0] Imm_D,
    input wire [4:0] RW_D,
    input wire [2:0] ALUOP_D,      
    input wire ALUSrc_D,
    input wire MEMRd_D,
    input wire MEMWr_D,
    input wire [1:0] WB_data_D,    
    input wire RegWrite_D,
    input wire [31:0] PCPLUS_D,	
    input wire stall,
    input wire flush,   
	input wire RegSel_D,
    output reg Predicate_E,
    output reg [31:0] BUSA_E,
    output reg [31:0] BUSB_E,
    output reg [31:0] Imm_E,
    output reg [4:0] RW_E,
    output reg [2:0] ALUOP_E,      
    output reg ALUSrc_E,
    output reg RegWrite_E,
    output reg MEMRd_E,
    output reg MEMWr_E,
    output reg [1:0] WB_data_E,    
    output reg [31:0] PCPLUS_E,
	output reg RegSel_E
);
    always @(posedge clk) begin
        if (reset) begin 
            RegWrite_E <= 1'b0;
            MEMRd_E <= 1'b0;
            MEMWr_E <= 1'b0;
            Predicate_E <= 1'b0;
            BUSA_E <= 32'b0;
            BUSB_E <= 32'b0;
            Imm_E <= 32'b0;
            RW_E <= 5'b0;
            ALUOP_E <= 3'b0;
            ALUSrc_E <= 1'b0;
            WB_data_E <= 2'b0;
            PCPLUS_E <= 32'b0;
        end
        else if (stall) begin
            RegWrite_E <= 1'b0;
            MEMRd_E <= 1'b0;
            MEMWr_E <= 1'b0;
            Predicate_E <= 1'b0;
            BUSA_E <= 32'b0;
            BUSB_E <= 32'b0;
            Imm_E <= 32'b0;
            RW_E <= 5'b0;
            ALUOP_E <= 3'b0;
            ALUSrc_E <= 1'b0;
            WB_data_E <= 2'b0;
            PCPLUS_E <= 32'b0;
        end
        else begin
            Predicate_E <= Predicate_D;
            BUSA_E <= BUSA_D;
            BUSB_E <= BUSB_D;
            Imm_E <= Imm_D;
            RW_E <= RW_D;
            ALUOP_E <= ALUOP_D;
            ALUSrc_E <= ALUSrc_D;
            MEMRd_E <= MEMRd_D;
            MEMWr_E <= MEMWr_D;
            RegWrite_E <= RegWrite_D;
            WB_data_E <= WB_data_D;
            PCPLUS_E <= PCPLUS_D;
			RegSel_E <= RegSel_D;
        end
    end
endmodule
==> flow/run.sh <==
#!/bin/bash
# OpenROAD 26Q1-2900-gdf79404cd8, Yosys 0.63+post, stock flow scripts
make -C /OpenROAD-flow-scripts/flow DESIGN_CONFIG=/design/flow/config.mk WORK_HOME=/design/flow/orfs finish
==> flow/config.mk <==
export PLATFORM = sky130hd
export DESIGN_NAME = D_TO_E_reg
export DESIGN_NICKNAME = D_TO_E_reg
export VERILOG_FILES = /design/flow/design.v
export SDC_FILE = /design/flow/constraint.sdc
export NUM_CORES = 4
export LEC_CHECK = 1
export CORE_AREA = 10 10 165 165
export DIE_AREA = 0 0 175 175
==> flow/constraint.sdc <==
current_design D_TO_E_reg

set clk_period 1.0
set clk_io_pct 0.2

create_clock -name clk0 -period $clk_period [get_ports {clk}]

set non_clock_inputs [all_inputs -no_clocks]
set_input_delay [expr $clk_period * $clk_io_pct] -clock clk0 $non_clock_inputs
set_output_delay [expr $clk_period * $clk_io_pct] -clock clk0 [all_outputs]
==> impl_metrics.prom <==
# HELP chip_impl_metric Synthesis and place-and-route metrics
# TYPE chip_impl_metric gauge
chip_impl_info{name="outcome",value="finished, violations left"} 1
chip_impl_info{name="violated_checks",value="setup timing"} 1
chip_impl_metric{name="summed_instance_area_of_the_synthesized_netlist",unit="um2"} 4520
chip_impl_metric{name="hpwlAfterDp",unit="um"} 12100
chip_impl_info{name="critPathKind",value="flop to primary output"} 1
chip_impl_metric{name="finalMaxSlewViolations",unit=""} 0
chip_impl_metric{name="grt_max_degree",unit=""} 67
chip_impl_metric{name="ys_flops",unit=""} 144
chip_impl_info{name="cp_top_family",value="flip-flops"} 1
chip_impl_metric{name="cts_max_level",unit=""} 4
chip_impl_metric{name="yosysCellCount",unit=""} 320
chip_impl_metric{name="core_util_floorplan",unit=""} 0.192
chip_impl_info{name="cts_tree",value="done"} 1
chip_impl_metric{name="grt_first_pass_wirelength",unit="um"} 23800
chip_impl_metric{name="layout-area-overhead-vs-synth",unit="%"} 71.7
chip_impl_metric{name="antenna_cells",unit=""} 0
chip_impl_metric{name="yosys.cell_types.count",unit=""} 7
chip_impl_metric{name="postCtsHoldBufs",unit=""} 0
chip_impl_metric{name="finalNonFillerCells",unit=""} 953
chip_impl_metric{name="port-buffer-count",unit=""} 290
chip_impl_metric{name="yosys.area.top_type_share",unit=""} 0.633
chip_impl_metric{name="post_cts_buffers",unit=""} 0
chip_impl_metric{name="die_height",unit="um"} 175
chip_impl_metric{name="dieArea",unit="um2"} 30600
chip_impl_metric{name="power.ir.vdd_worst",unit="uV"} 846
chip_impl_metric{name="vias",unit=""} 3492
chip_impl_metric{name="route.detailed.drc",unit=""} 0
chip_impl_metric{name="wl_per_cell",unit="um"} 16.6
chip_impl_metric{name="std_cell_rows",unit=""} 56
chip_impl_metric{name="die_width",unit="um"} 175
chip_impl_metric{name="register_area_share_after_synthesis",unit=""} 0.640
chip_impl_metric{name="placeableCoreArea",unit="um2"} 23500
chip_impl_metric{name="wl",unit="um"} 15800
chip_impl_metric{name="timing.critical_path.required",unit="ps"} 800
chip_impl_metric{name="num_clock_sinks",unit=""} 144
chip_impl_metric{name="share_of_the_cycle_needed_by_the_critical_path_after_routing",unit=""} 1.11
chip_impl_metric{name="floorplan.io_pins",unit=""} 292
chip_impl_info{name="endpoint_kind",value="primary output"} 1
chip_impl_metric{name="worst_path_clk_slew",unit="ps"} 60
chip_impl_metric{name="antenna_violations_before_repair",unit=""} 0
chip_impl_metric{name="layout_min_cycle_time",unit="ps"} 1110
chip_impl_metric{name="hold_viol_final",unit=""} 0
chip_impl_metric{name="cap_violations",unit=""} 0
chip_impl_metric{name="path_buffers",unit=""} 1
chip_impl_info{name="rsz0062_at_grt",value="true"} 1
chip_impl_metric{name="vias_in_the_first_global_route",unit=""} 3737
chip_impl_metric{name="via_per_inst",unit=""} 3.66
chip_impl_metric{name="final_sum_of_negative_setup_slack",unit="ps"} -1110
chip_impl_info{name="top_cells_by_area",value="dfxtp_1 (63%), nor3b_2 (16%), nor3b_1 (14%)"} 1
chip_impl_metric{name="post-place-cells",unit=""} 922
chip_impl_metric{name="relSlewSlack",unit=""} 0.600
chip_impl_metric{name="synth.avg_cell_area",unit="um2"} 14.1
chip_impl_info{name="slowest_stage",value="edfxtp_1"} 1
chip_impl_metric{name="place_area",unit="um2"} 7860
chip_impl_info{name="synthDominantAreaCellType",value="dfxtp_1"} 1
chip_impl_metric{name="cellLeakagePower",unit="nW"} 3.25
chip_impl_metric{name="drtAntennaViolNets",unit=""} 0
chip_impl_metric{name="globalRoute.totalOverflow",unit=""} 0
chip_impl_metric{name="crit_path_max_fanout",unit=""} 1
chip_impl_metric{name="iteration_tally_of_the_first_detailed_router_pass",unit=""} 4
chip_impl_metric{name="drt_initial_violations",unit=""} 140
chip_impl_metric{name="yosys_warnings",unit=""} 1
chip_impl_metric{name="cts_made_buffers",unit=""} 17
chip_impl_info{name="path_cells",value="buf_2"} 1
chip_impl_metric{name="max-clock-path-buffers",unit=""} 2
chip_impl_metric{name="stage_log_warnings",unit=""} 28
chip_impl_metric{name="synth_cells",unit=""} 320
chip_impl_metric{name="fmaxAchievable",unit="MHz"} 900
chip_impl_metric{name="cp_slowest_stage_delay",unit="ps"} 380
chip_impl_metric{name="synth.yosys.chip_area",unit="um2"} 4520
chip_impl_info{name="timing.critical_path.from_type",value="flop"} 1
chip_impl_metric{name="layout-drive-gt1-share",unit=""} 0.451
chip_impl_info{name="min-delay-path-class",value="input port to flop"} 1
chip_impl_metric{name="final_cell_area",unit="um2"} 7760
chip_impl_metric{name="grt_util_all_layers",unit=""} 0.101
chip_impl_info{name="clockRootBuffer",value="clkbuf_16"} 1
chip_impl_metric{name="arrival",unit="ps"} 910
chip_impl_metric{name="crit_path_setup_slack_layout",unit="ps"} -111
chip_impl_metric{name="areal_power_density_over_the_cells",unit="nW/um2"} 1730
chip_impl_metric{name="worst-slew-pin-transition",unit="ps"} 598
chip_impl_metric{name="setup-violations-final",unit=""} 115
chip_impl_metric{name="gpl.final_weighted_congestion",unit=""} 0.761
layout make-up:
cell class | count | area [um2]
clock buffers | 22 | 485
clock inverters | 9 | 82.6
fillers | 2473 | 15800
multi-input cells | 144 | 1380
flip-flops and latches | 144 | 2930
well taps | 319 | 399
repair buffers | 315 | 2490
where the power goes:
group,switching (W),total [W],internal (W)
Clock,0.00238,0.00607,0.00368
Combinational,0.000431,0.00136,0.000930
Sequential,0.0000454,0.00603,0.00598
Total,0.00286,0.0135,0.0106
synth_stat cells, drive strengths merged:
master,n
dfxtp,143
edfxtp,1
buf,32
nor2,1
nor3b,143
through the flow:
step / setup slack, ps / hold WS, ps / utilization / power, W
2_1_floorplan: 16.1 / 299 / - / 0.00657
3_3_place_gp: -344 / 616 / 0.334 / 0.00775
3_5_place_dp: -350 / 615 / 0.334 / 0.00776
4_1_cts: -132 / 169 / 0.328 / 0.0138
5_1_grt: -160 / 170 / 0.330 / 0.0142
6_report: -111 / 185 / 0.330 / 0.0135
placed cells by master (no fill, tap or decap), drive strengths merged:
master and instances:
clkbuf 22, nor2 1, nor3b 143, clkdlybuf4s50 144
dfxtp 143, clkinv 6, clkinvlp 2, buf 171
bufinv 1, edfxtp 1
kinds of logic after synthesis:
| group | after synthesis | synth area share |
|---|---|---|
| AND/OR/NAND/NOR | 144 | 0.304 |
| flip-flops | 144 | 0.640 |
| buffers and inverters | 32 | 0.0562 |
timing repair:
| item | in CTS | in global routing |
|---|---|---|
| gates cloned | 0 | 0 |
| pin swaps | 0 | 0 |
| hold endpoints to repair | 0 | 0 |
| resized | 484 | 18 |
| setup endpoints to repair | 144 | 144 |
per-layer routing:
layer  part of all wire  global-route usage
met3               0.12              0.0530
met5                  0                   0
met1               0.43               0.129
met4             0.0087             0.00954
met2               0.44               0.155
sequential cells by signal (all words and copies together), names as in the netlist:
name,flops
MEMRd_E,1
PCPLUS_E,32
Imm_E,32
Predicate_E,1
RegWrite_E,1
BUSB_E,32
WB_data_E,2
RW_E,5
BUSA_E,32
ALUOP_E,3
ALUSrc_E,1
MEMWr_E,1
RegSel_E,1
path summary, 6_finish.rpt:
check | startpoint | to | cells past startpoint
setup / recovery | RegSel_E | RegSel_E | 1
hold / removal | reset | Imm_E[22] | 3
No activity file was given, so power comes from the tool's default toggle rates.
